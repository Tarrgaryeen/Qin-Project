`/design/flow/config.mk`:
```
export PLATFORM = sky130hd
export DESIGN_NAME = I2S
export DESIGN_NICKNAME = I2S
export VERILOG_FILES = /design/flow/design.v
export SDC_FILE = /design/flow/constraint.sdc
export NUM_CORES = 4
export LEC_CHECK = 1
export CORE_UTILIZATION = 50
```
`/design/flow/run.sh`:
```
#!/bin/bash
# OpenROAD 26Q1-2900-gdf79404cd8, Yosys 0.63+post, stock flow scripts
make -C /OpenROAD-flow-scripts/flow DESIGN_CONFIG=/design/flow/config.mk WORK_HOME=/design/flow/orfs finish
```
`/design/flow/design.v`:
```
module I2S(
    input clk,
    input rst_n,
    output reg [23:0] ldata,
    output reg [23:0] rdata,
    input key,
    output State,
    output mic_sck,    
    output mic_ws,     
    input  mic_sd      
);
   key_filter key_filter_u(
      .clk(clk),
      .rst_n(rst_n),
      .Key(key),
      .Key_R_Flag(Key_R_Flag)
   );
   wire Key_R_Flag;
   parameter div_clk = 28;
   parameter div_ws  = div_clk * 64;
   reg [15:0] sck_cnt;
   reg [21:0] ws_cnt;
   reg [23:0] shift_reg_l;
   reg [23:0] shift_reg_r;
   reg State;
   reg led;
   assign mic_sck = (sck_cnt > div_clk/2-1) ? 1'b1 : 1'b0;
   assign mic_ws  = (ws_cnt > div_ws/2-1) ? 1'b1 : 1'b0;
   always @(posedge clk or negedge rst_n) begin
      if(!rst_n) begin
            sck_cnt <= 0;
      end
      else begin
         if(sck_cnt == div_clk-1) begin
            sck_cnt <= 0;
         end
         else begin
            sck_cnt <= sck_cnt + 1;
         end
      end
   end
    always @(posedge clk or negedge rst_n) begin
      if(!rst_n) begin
         ws_cnt <= 0;
      end
      else begin
         if(ws_cnt == div_ws-1) begin
            ws_cnt <= 0;
         end
         else begin
            ws_cnt <= ws_cnt + 1;
         end
      end
   end
   always @(posedge clk or negedge rst_n) begin
      if(!rst_n) begin
         shift_reg_l <= 0;
         shift_reg_r <= 0;
      end
      else begin
         case(ws_cnt)    
            div_clk*1+div_clk/2-1 : begin shift_reg_l <= {shift_reg_l[22:0],mic_sd}; shift_reg_r <= shift_reg_r; end
            div_clk*2+div_clk/2-1 : begin shift_reg_l <= {shift_reg_l[22:0],mic_sd}; shift_reg_r <= shift_reg_r; end
            div_clk*3+div_clk/2-1 : begin shift_reg_l <= {shift_reg_l[22:0],mic_sd}; shift_reg_r <= shift_reg_r; end
            div_clk*4+div_clk/2-1 : begin shift_reg_l <= {shift_reg_l[22:0],mic_sd}; shift_reg_r <= shift_reg_r; end
            div_clk*5+div_clk/2-1 : begin shift_reg_l <= {shift_reg_l[22:0],mic_sd}; shift_reg_r <= shift_reg_r; end
            div_clk*6+div_clk/2-1 : begin shift_reg_l <= {shift_reg_l[22:0],mic_sd}; shift_reg_r <= shift_reg_r; end
            div_clk*7+div_clk/2-1 : begin shift_reg_l <= {shift_reg_l[22:0],mic_sd}; shift_reg_r <= shift_reg_r; end
            div_clk*8+div_clk/2-1 : begin shift_reg_l <= {shift_reg_l[22:0],mic_sd}; shift_reg_r <= shift_reg_r; end
            div_clk*9+div_clk/2-1 : begin shift_reg_l <= {shift_reg_l[22:0],mic_sd}; shift_reg_r <= shift_reg_r; end
            div_clk*10+div_clk/2-1: begin shift_reg_l <= {shift_reg_l[22:0],mic_sd}; shift_reg_r <= shift_reg_r; end
            div_clk*11+div_clk/2-1: begin shift_reg_l <= {shift_reg_l[22:0],mic_sd}; shift_reg_r <= shift_reg_r; end
            div_clk*12+div_clk/2-1: begin shift_reg_l <= {shift_reg_l[22:0],mic_sd}; shift_reg_r <= shift_reg_r; end
            div_clk*13+div_clk/2-1: begin shift_reg_l <= {shift_reg_l[22:0],mic_sd}; shift_reg_r <= shift_reg_r; end
            div_clk*14+div_clk/2-1: begin shift_reg_l <= {shift_reg_l[22:0],mic_sd}; shift_reg_r <= shift_reg_r; end
            div_clk*15+div_clk/2-1: begin shift_reg_l <= {shift_reg_l[22:0],mic_sd}; shift_reg_r <= shift_reg_r; end
            div_clk*16+div_clk/2-1: begin shift_reg_l <= {shift_reg_l[22:0],mic_sd}; shift_reg_r <= shift_reg_r; end
            div_clk*17+div_clk/2-1: begin shift_reg_l <= {shift_reg_l[22:0],mic_sd}; shift_reg_r <= shift_reg_r; end
            div_clk*18+div_clk/2-1: begin shift_reg_l <= {shift_reg_l[22:0],mic_sd}; shift_reg_r <= shift_reg_r; end
            div_clk*19+div_clk/2-1: begin shift_reg_l <= {shift_reg_l[22:0],mic_sd}; shift_reg_r <= shift_reg_r; end
            div_clk*20+div_clk/2-1: begin shift_reg_l <= {shift_reg_l[22:0],mic_sd}; shift_reg_r <= shift_reg_r; end
            div_clk*21+div_clk/2-1: begin shift_reg_l <= {shift_reg_l[22:0],mic_sd}; shift_reg_r <= shift_reg_r; end
            div_clk*22+div_clk/2-1: begin shift_reg_l <= {shift_reg_l[22:0],mic_sd}; shift_reg_r <= shift_reg_r; end
            div_clk*23+div_clk/2-1: begin shift_reg_l <= {shift_reg_l[22:0],mic_sd}; shift_reg_r <= shift_reg_r; end
            div_clk*24+div_clk/2-1: begin shift_reg_l <= {shift_reg_l[22:0],mic_sd}; shift_reg_r <= shift_reg_r; end
            div_clk*33+div_clk/2-1: begin shift_reg_l <= shift_reg_l; shift_reg_r <= {shift_reg_r[22:0],mic_sd}; end
            div_clk*34+div_clk/2-1: begin shift_reg_l <= shift_reg_l; shift_reg_r <= {shift_reg_r[22:0],mic_sd}; end
            div_clk*35+div_clk/2-1: begin shift_reg_l <= shift_reg_l; shift_reg_r <= {shift_reg_r[22:0],mic_sd}; end
            div_clk*36+div_clk/2-1: begin shift_reg_l <= shift_reg_l; shift_reg_r <= {shift_reg_r[22:0],mic_sd}; end
            div_clk*37+div_clk/2-1: begin shift_reg_l <= shift_reg_l; shift_reg_r <= {shift_reg_r[22:0],mic_sd}; end
            div_clk*38+div_clk/2-1: begin shift_reg_l <= shift_reg_l; shift_reg_r <= {shift_reg_r[22:0],mic_sd}; end
            div_clk*39+div_clk/2-1: begin shift_reg_l <= shift_reg_l; shift_reg_r <= {shift_reg_r[22:0],mic_sd}; end
            div_clk*40+div_clk/2-1: begin shift_reg_l <= shift_reg_l; shift_reg_r <= {shift_reg_r[22:0],mic_sd}; end
            div_clk*41+div_clk/2-1: begin shift_reg_l <= shift_reg_l; shift_reg_r <= {shift_reg_r[22:0],mic_sd}; end
            div_clk*42+div_clk/2-1: begin shift_reg_l <= shift_reg_l; shift_reg_r <= {shift_reg_r[22:0],mic_sd}; end
            div_clk*43+div_clk/2-1: begin shift_reg_l <= shift_reg_l; shift_reg_r <= {shift_reg_r[22:0],mic_sd}; end
            div_clk*44+div_clk/2-1: begin shift_reg_l <= shift_reg_l; shift_reg_r <= {shift_reg_r[22:0],mic_sd}; end
            div_clk*45+div_clk/2-1: begin shift_reg_l <= shift_reg_l; shift_reg_r <= {shift_reg_r[22:0],mic_sd}; end
            div_clk*46+div_clk/2-1: begin shift_reg_l <= shift_reg_l; shift_reg_r <= {shift_reg_r[22:0],mic_sd}; end
            div_clk*47+div_clk/2-1: begin shift_reg_l <= shift_reg_l; shift_reg_r <= {shift_reg_r[22:0],mic_sd}; end
            div_clk*48+div_clk/2-1: begin shift_reg_l <= shift_reg_l; shift_reg_r <= {shift_reg_r[22:0],mic_sd}; end
            div_clk*49+div_clk/2-1: begin shift_reg_l <= shift_reg_l; shift_reg_r <= {shift_reg_r[22:0],mic_sd}; end
            div_clk*50+div_clk/2-1: begin shift_reg_l <= shift_reg_l; shift_reg_r <= {shift_reg_r[22:0],mic_sd}; end
            div_clk*51+div_clk/2-1: begin shift_reg_l <= shift_reg_l; shift_reg_r <= {shift_reg_r[22:0],mic_sd}; end
            div_clk*52+div_clk/2-1: begin shift_reg_l <= shift_reg_l; shift_reg_r <= {shift_reg_r[22:0],mic_sd}; end
            div_clk*53+div_clk/2-1: begin shift_reg_l <= shift_reg_l; shift_reg_r <= {shift_reg_r[22:0],mic_sd}; end
            div_clk*54+div_clk/2-1: begin shift_reg_l <= shift_reg_l; shift_reg_r <= {shift_reg_r[22:0],mic_sd}; end
            div_clk*55+div_clk/2-1: begin shift_reg_l <= shift_reg_l; shift_reg_r <= {shift_reg_r[22:0],mic_sd}; end
            div_clk*56+div_clk/2-1: begin shift_reg_l <= shift_reg_l; shift_reg_r <= {shift_reg_r[22:0],mic_sd}; end
            default: begin shift_reg_l <= shift_reg_l; shift_reg_r <= shift_reg_r; end
         endcase
      end
   end
   always@(posedge Key_R_Flag)
      State <= ~State;
   always @(posedge clk or negedge rst_n) begin
      if(!rst_n) begin
         ldata <= 0;
         rdata <= 0;
      end
      else begin
         if(State) begin
            if((ws_cnt == div_clk*56+div_clk/2)) begin
               ldata <= shift_reg_l;
               rdata <= shift_reg_r;
            end
            else begin
               ldata <= ldata;
               rdata <= rdata;
            end
         end
         else begin
            ldata <= 0;
            rdata <= 0;
         end
      end
   end
endmodule
module key_filter(
    clk,
    rst_n,
    Key,
    Key_R_Flag
    );
    input clk;
    input rst_n;
    input Key;
    output reg Key_R_Flag;
    reg Key_R_Flag;
    reg [1:0]sync_Key;
    always@(posedge clk)
        sync_Key <= {sync_Key[0],Key};
    reg [1:0]r_Key;
    always@(posedge clk)
        r_Key <= {r_Key[0],sync_Key[1]};   
    wire pedge_key;
    assign pedge_key = r_Key == 2'b01;
    wire nedge_key;
    assign nedge_key = r_Key == 2'b10;
    reg [19:0]cnt;
        localparam IDLE = 0;
        localparam P_FILTER = 1;
        localparam WAIT_R = 2;
        localparam R_FILTER = 3;
    reg [1:0]state;
    always@(posedge clk or negedge rst_n)
    if(!rst_n)begin
        state      <= 0;
        Key_R_Flag <= 1'b0;
        cnt <= 0;
    end
    else begin
        case(state)
            IDLE:
                begin
                    Key_R_Flag <= 1'b0;
                if(nedge_key)
                    state <= 1;
                else
                    state <= 0;
                end
            P_FILTER:
                if((pedge_key) && (cnt < 1000000 - 1))begin
                    state <= 1;
                    cnt   <= 0;
                end
                else if(cnt >= 1000000 - 1)begin
                    state <= 2;
                    cnt   <= 0;
                end
                else begin
                    cnt <= cnt + 1'b1;
                    state <= 1;
                end
            WAIT_R:
                begin
                if(pedge_key)
                    state <= 3;
                else
                    state <= 2;
                end
            R_FILTER:
                if((nedge_key) && (cnt < 1000000 - 1))begin
                    state <= 2;
                    cnt   <= 0;
                end
                else if(cnt >= 1000000 - 1)begin
                    state      <= 0;
                    cnt        <= 0;
                    Key_R_Flag <= 1'b1;
                end
                else begin
                    cnt <= cnt + 1'b1;
                    state <= 3;
                end
        endcase
    end
endmodule
```
`/design/flow/constraint.sdc`:
```
current_design I2S

set clk_period 5.6
set clk_io_pct 0.2

create_clock -name clk0 -period $clk_period [get_ports {clk}]

set non_clock_inputs [all_inputs -no_clocks]
set_input_delay [expr $clk_period * $clk_io_pct] -clock clk0 $non_clock_inputs
set_output_delay [expr $clk_period * $clk_io_pct] -clock clk0 [all_outputs]
```
==> run_results.csv <==
group,metric,value,unit
final_timing,setup_viol,0,
clocking,insertion_delay,0.42,ns
worst_setup_path,worstPathRequired,4.48,ns
clocking,clockRootBuffer,"clkbuf_16",
clocking,postCtsSetupRepairBufs,0,
place,numPortBuffers,54,
clocking,cts_tree,"done",
final_layout,final.fill_count,1195,
worst_setup_path,path_cells,"nor4_1 -> nand3_1 -> a311o_1 -> clkdlybuf4s50_1",
final_timing,fin_crit,3.30,ns
run,drv_cap,0,
synthesis,synthesis.area,7430,um^2
clocking,cts_resized,0,
route,first_pass_iters,4,
worst_setup_path,reg2reg_slack,3.02,ns
place,hpwl,8.31,mm
clocking,htree_levels,4,
synthesis,yosys.cell_count.top_type,"dfrtp_1",
synthesis,ys_cells,703,
synthesis,post-synth-top-area-cell,"dfrtp_1",
final_timing,hold_viol,0,
route,drt-total-wl,13.2,mm
global_routing,grt_max_degree,84,
die,fp-utilization,51.2,%
global_routing,grt_pass1_wl,22.8,mm
synthesis,syn_area_per_cell,10.6,um^2
place,place_congestion,0.840,
final_timing,rsz0062_at_grt,"false",
worst_setup_path,critPathArrivalTime,2.18,ns
hold_path,worstHoldEndpoint,"key_filter_u.sync_Key[1]",
route,viasPerCell,5.41,
synthesis,ys.flops,164,
clocking,cts.clk_slew.worst_paths,0.06,ns
final_timing,untimed_endpoints,2,
synthesis,area_leaders,"dfrtp_1 (53%), nand2_1 (6.4%), mux2_2 (4.4%)",
synthesis,ys_seq_share,54.9,%
worst_setup_path,worstReg2RegStart,"ws_cnt[3]",
synthesis,synth-async-reset-ratio,97.0,%
worst_setup_path,worstPathMaxFanout,6,
synthesis,edf_count,0,
worst_setup_path,cp_slowest_stage_delay,0.44,ns
worst_setup_path,cp-end-kind,"primary output",
final_layout,logic_area,3120,um^2
final_timing,finalCritPeriodShare,58.9,%
route,drtIter0Drc,248,
final_timing,max_freq,303,MHz
clocking,cts.path.max_buffers,2,
die,rows,44,
final_layout,synthToLayoutAreaGrowth,16.5,%
run,warnings,29,
worst_setup_path,crit_slowest_cell,"dfrtp_1",
final_timing,drv_slew,0,
synthesis,ys_chip_area,7430,um^2
final_layout,drive_above_1_share,13.3,%
outcome,status,"finished, final reports clean",
clocking,cts_buffers,17,
die,fp.coreArea,14500,um^2
route,drt-wirelength-per-cell,13.9,um
die,ios,55,
final_layout,ff_latch_area,4080,um^2
die,dieWidth,124,um
global_routing,grt-ovfl-total,0,
clocking,ctsHoldBuffers,0,
worst_setup_path,reg2regPathDepth,7,
synthesis,syn-instance-count,703,
synthesis,synth_cell_types,61,
final_timing,slew_headroom,51.2,%
synthesis,yosys_warnings,2,
worst_setup_path,start_kind,"flop",
worst_setup_path,crit_type,"reg2out",
final_layout,final_util,59.6,%
pwr,power.leakage,3.95,nW
pwr,vdd_drop_max,0.194,mV
worst_setup_path,r2r_end,"shift_reg_l[12]",
die,die_y,124,um
final_timing,unclocked_regs,1,
final_timing,setup_tns,0,ns
final_timing,tightest_slew,0.722,ns
final_timing,skew,0.00872,ns
global_routing,track_usage,19.5,%
synthesis,yosys_most_used_dff,"dfrtp_1",
die,die-area,15400,um^2
hold_path,hold_class,"reg2reg",
place,dp.cells,914,
hold_path,min_from,"key_filter_u.sync_Key[0]",
route,vias,5115,
global_routing,antenna_found_initial,0,
global_routing,grt_pass1_vias,4670,
final_layout,instances_no_fill,946,
synthesis,top_area_share,53.2,%
synthesis,yosys-top-cells-count,"dfrtp_1 (158), nand2_1 (127), a21oi_1 (56)",
hold_path,hold_path_depth,0,
route,antenna_cells_inserted,0,
pwr,total_power,0.00232,W
route,drc,0,
route,ant_nets,0,
pwr,power_per_cell_area,268,nW/um^2
metal layers:
metal / GRT usage [%] / routed length (um)
met3: 3.50 / 470
met2: 27.7 / 5850
met5: 0 / 0
met4: 1.79 / 137
met1: 33.9 / 6730
stage by stage:
step | worst slack [ns] | hold slack (ns) | instance area, um^2
floorplan | 3.28 | 0.310 | 7430
global placement | 2.76 | 0.311 | 8090
detailed placement | 2.75 | 0.312 | 8090
CTS | 2.29 | 0.327 | 8660
global route | 2.16 | 0.332 | 8660
finish | 2.30 | 0.326 | 8660
final cells by class:
type,instances,share of cell area [%]
tap,184,2.66
sequential,164,47.1
clock buffer,19,5.23
inverter,13,0.563
timing repair buffer,62,6.95
multi-input combinational,491,36.1
clock inverter,13,1.44
cells by family (layout without fill, tap and decap cells):
kind of cell    after synthesis  count (layout)  share of synthesized area (%)
fa+ha+maj                     7               7                           1.18
compound gates              106             106                           8.60
simple gates                284             284                           18.4
mux                          49              49                           8.43
xor+xnor                     45              45                           5.30
buf+inv                      48             107                           3.21
flops                       164             164                           54.9
flip-flops by register name (all words and copies together), names as in the netlist:
| register | count |
|---|---|
| ldata | 24 |
| rdata | 24 |
| shift_reg_l | 24 |
| shift_reg_r | 24 |
| ws_cnt | 22 |
| key_filter_u.cnt | 20 |
| sck_cnt | 16 |
| key_filter_u.state | 4 |
| key_filter_u.r_Key | 2 |
| key_filter_u.sync_Key | 2 |
| State | 1 |
| key_filter_u.Key_R_Flag | 1 |
where the power goes:
| group | internal, W | switching, W | total [W] |
|---|---|---|---|
| Sequential | 0.00118 | 0.00000147 | 0.00118 |
| Combinational | 0.00000388 | 0.0000230 | 0.0000269 |
| Clock | 0.000640 | 0.000473 | 0.00111 |
| Total | 0.00182 | 0.000497 | 0.00232 |
critical path: cells and delay by family, from the launching register on:
family | cells | cell delay, ns
buf+inv | 1 | 0.40
simple gates | 2 | 0.58
compound gates | 1 | 0.34
flops | 1 | 0.44
placed cells by master, fill, tap and decap left out, types with 7 or more instances in the layout:
cell | netlist | routed
nor2b_1 | 7 | 7
nand4_1 | 14 | 14
o21ai_0 | 16 | 16
a21oi_1 | 56 | 56
xor2_1 | 20 | 20
buf_4 | 1 | 8
and3_1 | 12 | 12
clkdlybuf4s50_1 | 0 | 53
mux2_2 | 29 | 29
ha_1 | 7 | 7
nor3_1 | 7 | 7
nand3_1 | 23 | 23
and2_1 | 7 | 7
mux2_4 | 20 | 20
xnor2_1 | 25 | 25
inv_1 | 13 | 13
clkbuf_16 | 0 | 17
nand2_1 | 127 | 127
nor2_1 | 53 | 53
dfrtp_1 | 158 | 158
worst max-delay path by stage:
stage | startpoint | to | cells past startpoint
6_report | sck_cnt[10] | mic_sck | 4
5_1_grt | sck_cnt[10] | mic_sck | 4
4_1_cts | sck_cnt[10] | mic_sck | 4
Power figures rest on the tool's default switching activity, not on a simulated workload.
