### ./design.v
module DAC(
    input wire dac_clk,
    input wire rst_n,
    input wire [11:0] din,
    output wire dac_out 
);
    parameter COUNT_MAX = 12'd4095;
    reg [11:0] count;
    always@(posedge	dac_clk or negedge rst_n)
        if(!rst_n)
            count <= 12'd0;
        else if(count == COUNT_MAX)
            count <= 12'd0;
        else
            count <= count + 1'b1;
    assign dac_out = (count <= din)?1'b1:1'b0;
endmodule
### ./run.sh
#!/bin/bash
# OpenROAD 26Q1-2900-gdf79404cd8, Yosys 0.63+post, stock flow scripts
make -C /OpenROAD-flow-scripts/flow DESIGN_CONFIG=/design/flow/config.mk WORK_HOME=/design/flow/orfs finish
### ./config.mk
export PLATFORM = sky130hd
export DESIGN_NAME = DAC
export DESIGN_NICKNAME = DAC
export VERILOG_FILES = /design/flow/design.v
export SDC_FILE = /design/flow/constraint.sdc
export NUM_CORES = 4
export LEC_CHECK = 1
export CORE_AREA = 10 10 75 75
export DIE_AREA = 0 0 85 85
### ./constraint.sdc
current_design DAC

set clk_period 4.6
set clk_io_pct 0.2

create_clock -name clk0 -period $clk_period [get_ports {dac_clk}]

set non_clock_inputs [all_inputs -no_clocks]
set_input_delay [expr $clk_period * $clk_io_pct] -clock clk0 $non_clock_inputs
set_output_delay [expr $clk_period * $clk_io_pct] -clock clk0 [all_outputs]
==> deck_impl_summary.md <==
Key Metrics from the Run

Layout
  – Area Overhead vs Synth: 25.39%
  – Commonest non-fill, non-tap cells in the layout: 14 x clkdlybuf4s50_1, 13 x inv_1, 13 x ha_1, 12 x dfrtp_1, 6 x xor2_1
  – Largest register FFs: 12
  – Filler Cell Count: 410
  – Largest Register: count
  – Final Util: around 27%
  – Fin area: 0.001112 mm^2
  – Commonest Layout Cell: clkdlybuf4s50_1
  – Layout cells sized above 1: between 10% and 20%
  – Largest regs: count x12

Hold path
  – Hold Path Class: flop to flop

Clock tree
  – CTS Sinks: 12
  – CTS tree: yes
  – Post-CTS Hold Buffers: 0
  – Post-cts resize count: 0
  – Insertion Delay late pin: between 0.2 and 0.25 ns
  – CTS root buf: clkbuf_8
  – Worst-path clk slew: around 0.05 ns
  – CTS H-tree lvls: 1
  – Setup Fix Bufs, Post-CTS: 0
  – CTS Buf Count: 3
  – Max Buffers Root-to-Sink: 2

Timing
  – Max frequency: 264.3 MHz
  – Final hold viol count: 0
  – Setup TNS: 0 ns
  – Worst-Margin Slew: 0.5255 ns
  – Worst setup margin: between 0.8 and 0.9 ns
  – Finish-stage setup viols: 0
  – Final min period: around 3.8 ns
  – Final worst path period share: ~80%
  – RSZ-0062 raised after global routing: false
  – Worst Skew: roughly 0.0017 ns
  – Rel. slew slack: approximately 65%
  – Slew Limit Fails: 0

Route
  – Residual DRC count: 0
  – Via Count: approximately 650
  – Final WL: around 1.7 mm
  – Wire per inst: ~11 um
  – First-pass iteration count of the detailed router: 4
  – Post-DRT Antenna Nets: 0
  – First DRT Iteration DRCs: slightly above 50
  – Vias/cell: about 4.2
  – Ant. Diodes: 0

Floorplanning
  – Core area: 0.004058 mm^2
  – Row Count: 23
  – Io pins: 15
  – Die height: between 80 and 90 um
  – Die W: about 85 um
  – Chip area: approximately 0.0072 mm^2
  – Initial Utilization: roughly 22%

Run
  – Stage-log warning count: 25
  – Max Cap Viol: 0

Setup path
  – Worst Path Arrival: between 2 and 3 ns
  – Worst-path maximum fanout: 2
  – Kind of critical path: input port to output pin
  – Crit end category: output pin
  – Critical path required time: about 3.7 ns
  – Startpoint Class: input port

GRT
  – Initial antenna violation count: 0
  – First-pass GRT wire length: roughly 2.9 mm
  – GRT Overall Usage: between 4 and 5%
  – Largest net degree at the start of global routing: 13
  – Vias in the first global route: about 670
  – Global route overflow: 0

Place
  – Pre-CTS setup slack: approximately 0.8 ns
  – Area of placed instances: 0.001071 mm^2
  – RD Place Congestion: approximately 0.85
  – Number of buffers added on ports: 14
  – Detail Placement HPWL: 1.366 mm

Logic synthesis
  – YS chip area: 887.1 um^2
  – Netlist cell types: 25
  – Yosys Instances: slightly below 90
  – Synthesized area: around 900 um^2
  – Yosys Warn Count: 1
  – Seq/Total Area, Yosys: 33.85%
  – Post-Syn Instances: slightly below 90
  – Synth Area per Inst: 9.967 um^2
  – #FFs+latches synth: 12

Power and ir drop
  – Pint: between 150 and 200 uW
  – Comb power frac: 10.4%
  – Net Switching: about 40 uW
  – Seq pwr share: 48.6%
  – Clock Power Share: around two fifths
  – Leak Pwr: 0.0005291 uW
  – Switching fraction of total power: a little under a fifth
  – P per Cell Area: approximately 200 mW/mm^2
  – IR drop worst, VDD: 0.06523 mV

Outcome
  – Run status: complete, no violations
## layout make-up
| cell class | count | area [um^2] | area share [%] |
|---|---|---|---|
| clock buffers | 3 | 41.29 | 3.712 |
| repair buffers | 14 | 140.1 | 12.60 |
| well taps | 50 | 62.56 | 5.624 |
| multi-input cells | 62 | 519.2 | 46.68 |
| flip-flops and latches | 12 | 300.3 | 27.00 |
| inverters | 13 | 48.80 | 4.387 |
## stage by stage
stage / total power [uW] / hold WS (ns) / cells
after floorplan: 115.6 / 0.4613 / 89
after global placement: 129.6 / 0.4920 / 151
after detailed placement: 130.3 / 0.4895 / 151
after CTS: 222.3 / 0.5013 / 154
after global routing: 229.7 / 0.5352 / 154
final: 217.8 / 0.4942 / 154
## kinds of logic after synthesis
family	Yosys count	share of synthesized area, %
buffers and inverters	15	7.617
adders and majority gates	13	18.34
DFF	12	33.85
AOI/OAI and AO/OA	12	8.743
xor gates and xnor gates	9	8.886
and+or+nand+nor	28	22.57
## worst max-delay path, stage by stage
cell	delay, ns
clkdlybuf4s50_1	0.45
inv_1	0.04
ha_1	0.29
nor2b_1	0.13
o211ai_1	0.17
a211oi_1	0.10
o31ai_1	0.25
clkdlybuf4s50_1	0.51
## synthesized netlist by cell type
library cell,n,share of area (%)
o31ai_1,2,1.7
xor2_1,6,5.9
nor3_4,1,1.8
a211oi_1,1,0.85
o21ai_0,1,0.56
nand4_1,5,3.5
a21o_1,2,1.7
nor2b_1,2,1.4
buf_4,1,0.85
o211ai_1,2,1.7
nand3_1,4,2.3
nand3_4,1,2.0
and4_2,1,1.1
nand2_1,2,0.85
or3_1,1,0.71
dfrtp_1,12,34
buf_6,1,1.3
and3_4,2,2.5
nand3_2,3,3.4
and3_2,1,0.85
inv_1,13,5.5
nor2_1,5,2.1
a21oi_1,4,2.3
ha_1,13,18
xnor2_1,3,3.0
## path summary, 6_finish.rpt
check / endpoint / slack, ns / cells after the start / from
worst max register to register: count[3]$_DFF_PN0_ / 3.16 / 5 / count[0]$_DFF_PN0_
min in group asynchronous: count[10]$_DFF_PN0_ / 1.04 / 1 / rst_n
worst min-delay path: count[8]$_DFF_PN0_ / 0.49 / 1 / count[8]$_DFF_PN0_
max in group asynchronous: count[5]$_DFF_PN0_ / 3.21 / 1 / rst_n
worst min register to register: count[8]$_DFF_PN0_ / 0.49 / 1 / count[8]$_DFF_PN0_
worst max-delay path: dac_out / 0.82 / 8 / din[1]
## power by group through the flow
stage	sequential, uW	clock, uW	combinational [uW]
6_report	106	89.4	22.6
5_1_grt	106	98.2	25.9
4_1_cts	106	93.4	23.2
## per-layer routing
layer | vias up | share of wire [%] | GRT usage (%)
li1 | 343 | - | -
met1 | 291 | 49 | 6.094
met2 | 14 | 42 | 7.289
met3 | 2 | 7.9 | 1.830
met4 | 0 | 1.1 | 0.8982
met5 | - | 0 | 0
Power and IR drop assume default switching activity.
